==> flow/design.v <==
module example_design (
    input logic clk,
    input logic rst_n,
    input logic req,
    input logic ack,
    input logic [7:0] data,
    input logic valid,
    input logic ready,
    output logic [7:0] out_data,
    output logic out_valid
);
    req_ack_check: assert property (@(posedge clk) req |-> ##1 ack);
    data_valid_check: assert property (@(posedge clk) valid |-> ##2 ready);
    reset_check: assert property (@(posedge clk) disable iff (!rst_n) 
                                 valid |-> ##1 out_valid);
    handshake_cover: cover property (@(posedge clk) req && ack);
    input_assumption: assume property (@(posedge clk) req |-> ##[1:3] ack);
    data_sequence: assert property (@(posedge clk) 
                                   (valid && data == 8'hAA) |-> ##1 (ready && out_data == 8'hAA));
    always_ff @(posedge clk) begin
        if (!rst_n) begin
            out_data <= 8'h00;
            out_valid <= 1'b0;
        end else begin
            out_data <= data;
            out_valid <= valid;
        end
    end
endmodule
==> flow/run.sh <==
#!/bin/bash
# OpenROAD 26Q1-2900-gdf79404cd8, Yosys 0.63+post, stock flow scripts
make -C /OpenROAD-flow-scripts/flow DESIGN_CONFIG=/design/flow/config.mk WORK_HOME=/design/flow/orfs finish
==> flow/config.mk <==
export PLATFORM = sky130hd
export DESIGN_NAME = example_design
export DESIGN_NICKNAME = example_design
export VERILOG_FILES = /design/flow/design.v
export SDC_FILE = /design/flow/constraint.sdc
export NUM_CORES = 4
export LEC_CHECK = 1
export CORE_AREA = 10 10 70 70
export DIE_AREA = 0 0 80 80
export SYNTH_HDL_FRONTEND = slang
==> flow/constraint.sdc <==
current_design example_design

set clk_period 1.0
set clk_io_pct 0.2

create_clock -name clk0 -period $clk_period [get_ports {clk}]

set non_clock_inputs [all_inputs -no_clocks]
set_input_delay [expr $clk_period * $clk_io_pct] -clock clk0 $non_clock_inputs
set_output_delay [expr $clk_period * $clk_io_pct] -clock clk0 [all_outputs]
==> Slide: Implementation Results <==
Synthesis and Place & Route Summary

Synthesis
  – Synthesis Warnings: 0
  – Async SR Flop Fraction: 0
  – Cells in synth_stat.txt: 18
  – Synth Seq Share: 0.762
  – Mean Syn Cell Area: 13.1 µm²
  – Distinct lib cells: 2
  – Top cells, area: dfxtp_1 76%, and2_1 24%
  – Post-synth EDFFs: 0
  – Top-area cell share: 0.762
  – Yosys chip area: 236 µm²
  – Cells after synthesis: 18
  – Yosys top cell by area: dfxtp_1
  – Mapped cell area: 236 µm²
  – Ys flops: 9
  – Synth Flop Type: dfxtp_1
  – Top post-synthesis cells by count: 9 x and2_1, 9 x dfxtp_1

Timing
  – Fmax: 1.07 GHz
  – Worst-Margin Slew: 0.241 ns
  – Unrepaired setup endpoints after global routing: false
  – Final hold viol count: 0
  – PnR worst setup slack: 0.0683 ns
  – Slew Viols, Final: 0
  – Max-slew headroom: 0.839
  – Tmin final: 0.932 ns
  – Setup-failing EPs final: 0
  – Final period utilization: 0.932

Place
  – GPL Wtd Cong: 0.617
  – Post-place instance area: 484 µm²
  – DP Worst Slack: -0.113 ns
  – Port buffer count: 19

Setup path
  – Worst path bufs/invs: 1
  – Crit path max fanout: 1
  – Type of origin of the critical path: flip-flop
  – CP Cell Sequence: clkdlybuf4s15_1
  – Crit path DRT: 0.80 ns
  – CP max stage cell: dfxtp_1
  – Setup crit start: out_data[1]
  – Crit path max-delay family: flip-flops
  – CP arrival: 0.73 ns
  – Crit-path max cell delay: 0.31 ns
  – Worst setup EP type: output pin
  – Setup CP Type: flip-flop to output pin

Floorplanning
  – Die Width: 80 µm
  – FP Util: 0.0692
  – Full die area: 0.00640 mm²
  – Die height: 80 µm
  – I/O pins: 23
  – Rows: 21
  – Core area: 0.00342 mm²

Final layout
  – Finished Cell Area: 514 µm²
  – Proportion of layout cells with a drive suffix above 1: 0.146
  – # fillers: 390
  – Combinational Area: 56.3 µm²
  – Area Overhead vs Synth: 117%
  – Flop area: 184 µm²

Outcome
  – Status: complete, no violations

Drt
  – WL/cell: 8.29 µm
  – DRC: 0
  – Routed Antenna Nets: 0
  – Final wirelength: 721 µm
  – Post-DR vias/cell: 2.30
  – Ant. Diodes: 0
  – Initial DRC count: 0
  – DR vias: 200
  – DR pass1 iterations: 1

Clock tree
  – Register clock-pin slew on the reported worst setup and hold paths: 0.05 ns
  – CTS root buf: clkbuf_4
  – TritonCTS clock tree: yes
  – Setup Fix Bufs, Post-CTS: 0
  – Htree depth: 1
  – CTS Sinks: 9
  – Hold Buf Count CTS: 0
  – CTS Buf Count: 3
  – Post-CTS Resized: 10
  – Clock Path Buffers: 2

Global routing
  – Largest net degree at the start of global routing: 10
  – Initial antenna violation count: 0
  – Vias in the first global route: 219
  – Tot GR Track Use: 0.0211
  – First-pass GRT wire length: 1080 µm
  – GRT Residual Overflow: 0

Power and ir drop
  – Static leakage: 0.195 nW
  – Maximum vdd drop: 194 µV
  – Pwr Density: 1410 mW/mm²

Job
  – # Max-Cap Violations: 0
  – Log Warnings: 28

Hold path
  – Type of the worst min-delay path: input pin to flip-flop
  – Min-delay src: data[7]
## power breakdown
| group | total (W) | switching, W | internal [W] |
|---|---|---|---|
| Sequential | 0.000384 | 0.00000442 | 0.000379 |
| Clock | 0.000263 | 0.000110 | 0.000153 |
| Combinational | 0.0000783 | 0.0000146 | 0.0000638 |
## cells by family (layout without fill, tap and decap cells)
logic type | after synthesis | in the layout | synth area share
flip-flops | 9 | 9 | 0.762
AND/OR/NAND/NOR | 9 | 9 | 0.238
buffers and inverters | 0 | 23 | 0
## path summary, 6_finish.rpt
check	endpoint	slack, ns	depth (start not counted)
worst max-delay path	out_data[1]	0.07	1
worst min-delay path	out_data[7]	0.52	2
## sequential cells by signal, summed over array words and instances (netlist names)
| signal | count |
|---|---|
| out_data | 8 |
| out_valid | 1 |
## final cells by class
| class | instances | share of cell area |
|---|---|---|
| sequential | 9 | 0.358 |
| tap | 46 | 0.112 |
| clock buffer | 4 | 0.0511 |
| multi-input combinational | 9 | 0.109 |
| timing repair buffer | 19 | 0.370 |
## stage by stage
step	setup TNS, ns	std cells	power, W	utilization	hold slack [ns]
after floorplan	0	18	0.000397	-	0.322
after global placement	-0.383	83	0.000478	0.142	0.781
after detailed placement	-0.738	83	0.000480	0.142	0.787
after CTS	0	87	0.000741	0.147	0.514
after global routing	0	87	0.000765	0.151	0.519
final	0	87	0.000725	0.151	0.519
## cells in the final DEF, fill, tap and decap left out, drive strengths merged
cell type       n
dfxtp           9
clkdlybuf4s50  10
clkbuf          4
clkdlybuf4s15   9
and2            9
## per-layer routing
metal | routed length [µm] | global-route usage | vias up
li1 | - | - | 101
met1 | 233 | 0.0181 | 85
met2 | 385 | 0.0393 | 9
met3 | 46 | 0.00682 | 5
met4 | 56 | 0.0158 | 0
met5 | 0 | 0 | -
Power and IR drop assume default switching activity.
